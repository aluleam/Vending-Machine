==> design.v <==
module D_FF_neg(
	input logic D,CLKb,RSTb,
	output logic Q,Qb
);
	always_ff@(negedge CLKb, negedge RSTb)
	begin
	if(RSTb == 1'b0)
		begin
			Q <= 1'b0;
			Qb <= 1'b1;
		end
	else
		begin
			Q <= D;
			Qb <= ~D;
		end
	end
endmodule
module all_dffs(
    input logic [3:0] nextS,        
    input logic async_Reset,        
    input logic button_Clock,       
    input logic clock_50MHz,        
    output logic [3:0] sflipflop    
);
logic db;                         
debouncer db_inst (
    .A_noisy(button_Clock), 
    .CLK50M(clock_50MHz), 
    .A(db)
);
D_FF_neg D0 (
    .D(nextS[0]),
    .CLKb(db),                   
    .RSTb(async_Reset),         
    .Q(sflipflop[0])
);
D_FF_neg D1 (
    .D(nextS[1]),
    .CLKb(db),
    .RSTb(async_Reset),
    .Q(sflipflop[1])
);
D_FF_neg D2 (
    .D(nextS[2]),
    .CLKb(db),
    .RSTb(async_Reset),
    .Q(sflipflop[2])
);
D_FF_neg D3 (
    .D(nextS[3]),
    .CLKb(db),
    .RSTb(async_Reset),
    .Q(sflipflop[3])
);
endmodule
module change_s(
    input logic [3:0] A,              
    output logic [6:0] S               
);
logic [4:0] Y;
assign Y[0] = (A == 4'b0000 || A == 4'b0001 || A == 4'b0010 || A == 4'b0011 || A == 4'b0100);
assign Y[1] = (A == 4'b0101);
assign Y[2] = (A == 4'b0110);
assign Y[3] = (A == 4'b0111);
assign Y[4] = (A == 4'b1000);
assign S[0] = ~(Y[0] | Y[2] | Y[3]);
assign S[1] = ~(Y[0] | Y[1] | Y[2] | Y[3] | Y[4]);
assign S[2] = ~(Y[0] | Y[1] | Y[3] | Y[4]);
assign S[3] = ~(Y[0] | Y[2] | Y[3]);
assign S[4] = ~(Y[0] | Y[2]);
assign S[5] = ~(Y[0] | Y[4]);
assign S[6] = ~(Y[2] | Y[3] | Y[4]);
endmodule
module d416 (
	input  logic X0,X1,X2,X3, 
	output logic [8:0] Y	
);
assign Y[0]  = ~X[3] & ~X[2] & ~X[1] & ~X[0];
assign Y[1]  = ~X[3] & ~X[2] & ~X[1] &  X[0];
assign Y[2]  = ~X[3] & ~X[2] &  X[1] & ~X[0];
assign Y[3]  = ~X[3] & ~X[2] &  X[1] &  X[0];
assign Y[4]  = ~X[3] &  X[2] & ~X[1] & ~X[0];
assign Y[5]  = ~X[3] &  X[2] & ~X[1] &  X[0];
assign Y[6]  = ~X[3] &  X[2] &  X[1] & ~X[0];
assign Y[7]  = ~X[3] &  X[2] &  X[1] &  X[0];
assign Y[8]  =  X[3] & ~X[2] & ~X[1] & ~X[0];
endmodule
module debouncer(
	input logic A_noisy,
	input logic CLK50M, 
	output logic A
);
	logic [15:0] COUNT;
	parameter [15:0] COMPARE = 50_000;  
	logic t_d, t_r, Anext;
	always_ff@(posedge CLK50M)
	begin
		if(t_r)
			COUNT <= 16'd0;
		else
			COUNT <= COUNT + 16'd1;
	end
	assign t_d = (COUNT >= COMPARE);
	assign Anext = (A_noisy & t_d) | (A & ~t_d);
	always_ff@(posedge CLK50M)
		A <= Anext;
	assign t_r = t_d | (~A & ~A_noisy) | (A & A_noisy);
endmodule
module encoder(
    input logic [2:0] coins,
    output logic [1:0] encoded_value  
);
always_comb begin
    encoded_value = 2'b00; 
    if (coins[0])  
        encoded_value = 2'b01; 
    else if (coins[1])  
        encoded_value = 2'b10; 
    else if (coins[2])  
        encoded_value = 2'b11; 
end
endmodule
module grueld416 (
    input  logic X0, X1, X2, X3,    
    output logic gruel
);
logic [8:0] Y; 
assign Y[0]  = ~X3 & ~X2 & ~X1 & ~X0;   
assign Y[1]  = ~X3 & ~X2 & ~X1 &  X0;   
assign Y[2]  = ~X3 & ~X2 &  X1 & ~X0;   
assign Y[3]  = ~X3 & ~X2 &  X1 &  X0;   
assign Y[4]  = ~X3 &  X2 & ~X1 & ~X0;   
assign Y[5]  = ~X3 &  X2 & ~X1 &  X0;   
assign Y[6]  = ~X3 &  X2 &  X1 & ~X0;   
assign Y[7]  = ~X3 &  X2 &  X1 &  X0;   
assign Y[8]  =  X3 & ~X2 & ~X1 & ~X0;   
assign gruel = Y[4] | Y[5] | Y[6] | Y[7] | Y[8];     
endmodule
module outputResult(
    input logic [3:0] cState,          
    output logic [6:0] state,          
    output logic [6:0] output_digit,   
    output logic florin,               
    output logic florin_c,             
    output logic shilling,             
    output logic dispense              
);
seven_seg seven(
    .switch(cState),     
    .led(state)          
);
change_s change(
    .A(cState), 
    .S(output_digit)   
);
endmodule
module seven_seg(
    input logic [3:0] switch,   
    output logic [6:0] led     
);
logic [8:0] num;
d416 decode(
    .X0(switch[0]),
    .X1(switch[1]),
    .X2(switch[2]),
    .X3(switch[3]),
    .Y(num)     
);
assign led[0] = ~(num[0] | num[2] | num[3] | num[5] | num[6] | num[7] | num[8]);
assign led[1] = ~(num[0] | num[1] | num[2] | num[3] | num[4] | num[7] | num[8]);
assign led[2] = ~(num[0] | num[1] | num[3] | num[4] | num[5] | num[6] | num[7] | num[8]);
assign led[3] = ~(num[0] | num[2] | num[3] | num[5] | num[6] | num[8]);
assign led[4] = ~(num[0] | num[2] | num[6] | num[8]);
assign led[5] = ~(num[0] | num[4] | num[5] | num[6] | num[8]);
assign led[6] = ~(num[2] | num[3] | num[4] | num[5] | num[6] | num[8]);
endmodule
module state(
    input logic [3:0] cState,     
    input logic [1:0] coin,       
    output logic [3:0] nextS      
);
assign nextS[0] = (
    (coin[0]  &  ~coin[1]  &  ~cState[0]  &  ~cState[1]  &  ~cState[2]  &  ~cState[3]) |  
    (~coin[0] &  ~coin[1]  &   cState[0]  &  ~cState[2]  &  ~cState[3]) |  
    (coin[1]  &   cState[0]  &  ~cState[2]  &  ~cState[3]) |  
    (coin[0]  &  ~coin[1]  &  ~cState[0]  &   cState[1]  &  ~cState[2]  &  ~cState[3]) |  
    (coin[0]  &  ~coin[1]  &   cState[0]  &   cState[1]  &   cState[2]  &  ~cState[3]) |  
    (coin[0]  &  ~coin[1]  &  ~cState[1]  &   cState[2]  &  ~cState[3]) |  
    (coin[1]  &  ~cState[0]  &  ~cState[1]  &  ~cState[2]  &   cState[3]) |  
    (coin[0]  &   coin[1]  &  ~cState[1]  &  ~cState[2]  & ~cState[3])    
);
assign nextS[1] = (
    (coin[0]  &  ~coin[1]  &   cState[0]  &  ~cState[1]  &  ~cState[2]  &  ~cState[3]) |  
    (~coin[0] &   coin[1]  &  ~cState[1]  &  ~cState[2]  &  ~cState[3]) |  
    (coin[0]  &  ~cState[0]  &   cState[1]  &  ~cState[2]  &  ~cState[3]) |  
    (~coin[1] &  ~cState[0]  &   cState[1]  &  ~cState[2]  &  ~cState[3]) |  
    (coin[0]  &   cState[0]  &   cState[1]  &   cState[2]  &  ~cState[3]) |  
    (coin[1]  &   cState[0]  &   cState[1]  &   cState[2]  &  ~cState[3]) |  
    (~coin[0] &   coin[1]  &  ~cState[1]  &   cState[2]  &  ~cState[3])  
);
assign nextS[2] = (
    (coin[0]  &   coin[1]  &  ~cState[2]  &  ~cState[3]  &  ~cState[1]) |  
    (coin[0]  &   cState[0]  &   cState[1]  &  ~cState[2]  &  ~cState[3]) |  
    (coin[1]  &   cState[1]  &  ~cState[2]  &  ~cState[3]) |  
    (~coin[1] &  ~cState[0]  &  ~cState[1]  &   cState[2]  &  ~cState[3]) |  
    (~coin[0] &  ~cState[0]  &  ~cState[1]  &   cState[2]  &  ~cState[3]) |  
    (coin[0]  &   coin[1]  &   cState[0]  &   cState[2]  &  ~cState[3]) |  
    (coin[1]  &   cState[0]  &   cState[1]  &   cState[2]  &  ~cState[3]) |  
    (coin[0]  &  ~cState[0]  &  ~cState[1]  &  ~cState[2]  &   cState[3]) |  
    (coin[1]  &  ~cState[0]  &  ~cState[1]  &  ~cState[2]  &   cState[3])   
);
assign nextS[3] = ((coin[0]  &   coin[1]  &  ~cState[0]  &  ~cState[1]  &   cState[2]  &  ~cState[3]));
endmodule
module vendingMachine(
    input logic [2:0] coin,           
    input logic async_Reset,          
    input logic button_Clock,         
    input logic clock_50MHz,          
    output logic [6:0] state_digit,      
    output logic [6:0] output_digit,      
    output logic florin_Change,         
    output logic florin_change2,
    output logic shilling_Change,       
    output logic [3:0] state_LEDS,      
    output logic dispense_gruel
);
logic [1:0] encoded;
logic [3:0] nextS;                
logic [3:0] sflipflop;            
logic db, reset_db;               
logic [3:0] changeInput;          
logic [6:0] changeDisplay;        
debouncer clock_clk(.A_noisy(button_Clock), .CLK50M(clock_50MHz), .A(db));
debouncer reset_d(.A_noisy(async_Reset), .CLK50M(clock_50MHz), .A(reset_db));
encoder enc (.coins(coin), .encoded_value(encoded));
state stateInst (
    .cState(sflipflop),
    .coin(encoded),
    .nextS(nextS)
);
all_dffs dffs (
    .nextS(nextS),
    .async_Reset(reset_db),  
    .button_Clock(db),       
    .clock_50MHz(clock_50MHz),
    .sflipflop(sflipflop)    
);
 assign state_LEDS = sflipflop;
grueld416 d(
    .X0(sflipflop[0]), 
    .X1(sflipflop[1]), 
    .X2(sflipflop[2]), 
    .X3(sflipflop[3]), 
    .gruel(dispense_gruel)
);
outputResult output_r( 
    .cState(sflipflop),
    .state(state_digit),
    .output_digit(output_digit)
);
change_s changeDiS(
    .A(changeInput),        
    .S(changeDisplay) 
);
endmodule
==> run.sh <==
#!/bin/bash
# OpenROAD 26Q1-2900-gdf79404cd8, Yosys 0.63+post, stock flow scripts
make -C /OpenROAD-flow-scripts/flow DESIGN_CONFIG=/design/flow/config.mk WORK_HOME=/design/flow/orfs finish
==> config.mk <==
export PLATFORM = sky130hd
export DESIGN_NAME = vendingMachine
export DESIGN_NICKNAME = vendingMachine
export VERILOG_FILES = /design/flow/design.v
export SDC_FILE = /design/flow/constraint.sdc
export NUM_CORES = 4
export LEC_CHECK = 1
export CORE_UTILIZATION = 40
==> constraint.sdc <==
current_design vendingMachine

set clk_period 2.2
set clk_io_pct 0.2

create_clock -name clk0 -period $clk_period [get_ports {clock_50MHz}]

set non_clock_inputs [all_inputs -no_clocks]
set_input_delay [expr $clk_period * $clk_io_pct] -clock clk0 $non_clock_inputs
set_output_delay [expr $clk_period * $clk_io_pct] -clock clk0 [all_outputs]
==> metrics.yaml <==
vias: 2118
powerDensity_nw_per_um2: 505
power_mw: 1.56
hold_viol_final: 0
dr.pass1.iters: 6
fp-row-count: 30
grt_use_met3_pct: 2.13
synth-edff-count: 3
max_freq_mhz: 609
status: "finished, final reports clean"
largest_area_cell: "dfxtp_1"
grtUsageMet2_pct: 22.2
maxCapViolations: 0
vias_per_cell: 4.82
crit_fanout: 6
core-area_sq_um: 6830
cp-end-kind: "flip-flop"
grt_use_met1_pct: 22.2
ys_types: 47
io_buffers: 17
start_kind: "flip-flop"
yosys-top-cells-count: "nor2_1, dfxtp_1, xnor2_1"
synth_top_cell_by_count: "nor2_1"
drv_slew: 0
comb_area_sq_um: 1490
layout-drive-gt1-share_pct: 4.96
wl_microns: 4700
holdWs_ps: 478
tightestPinTransition_ps: 691
grt.busiest_layer: "met2"
finClkSkew_ps: 11.3
nFillCells: 681
ys_cells: 336
cts_resized: 0
ys.warnings.count: 43
track_usage_pct: 14.2
required_ps: 2370
period_minus_slack_ps: 1640
grt_pass1_vias: 1874
grt_max_degree: 18
antenna_left: 0
postCtsSetupBuffers: 0
register_area_sq_um: 1150
cts-htree-levels: 2
numCtsBuffers: 5
warning_count: 31
unclocked_regs: 4
cts_buffer_depth: 2
syn_area_sq_um: 2850
final-setup-viol-count: 0
hpwl_microns: 3290
die_width_microns: 86.5
area_growth_pct: 8.25
slew_headroom_pct: 53.9
grt_antenna_before_repair: 0
hold_class: "reg2reg"
die_area_sq_um: 7470
rsz0062_at_grt: "no"
fp_util_pct: 41.8
initialDrtViolationCount: 36
die_height_microns: 86.5
hold_depth: 2
vdd_drop_max_uv: 248
flop_cell: "dfxtp_1"
setup_tns_ps: 0
grt_overflow: 0
ys_seq_share_pct: 40.4
cts_hold_buf: 0
gp_congestion: 0.826
yosys.stat.chipArea_sq_um: 2850
criticalPathCategory: "reg2reg"
syn_avg_cell_area_sq_um: 8.49
finalCritPeriodShare_pct: 74.7
wire_per_inst_microns: 10.7
yosysTopAreaCellShare_pct: 33.7
async_flop_share_pct: 7.27
untimed_endpoints: 16
leakagePower_nw: 1.06
ff2ff_path_depth: 5
cts.clk_slew.worst_paths_ps: 100
grt_pass1_wl_microns: 8560
ios: 28
clkLatencyLatePin_ps: 310
cts_tree: "done"
drc_errors: 0
root_buffer: "clkbuf_8"
topCellsByArea: "dfxtp_1, xnor2_1, nor2_1"
diodes: 0
cp.arrival_ps: 1810
synthCells: 336
ys_ff: 55
[kinds of logic after synthesis]
family,share of synthesized area (%)
AND-OR/OR-AND,9.21
multiplexers,0.746
flip-flops,40.4
adder cells (fa/ha/maj),2.63
buffers and inverters,8.60
XOR/XNOR,12.6
AND/OR/NAND/NOR,25.7
other,0.131
[state kept, by name, indices dropped and copies added, names as in the netlist, named ones only]
signal              cells
dffs.db_inst.COUNT     16
dffs.D0.Q               1
dffs.D2.Q               1
dffs.D1.Q               1
clock_clk.COUNT        16
dffs.D3.Q               1
reset_d.COUNT          16
[per-stage QoR]
stage	utilization [%]	cell area, sq um	setup slack [ps]	cells
2_1_floorplan	-	2890	807	345
3_3_place_gp	43.8	3000	529	431
3_5_place_dp	43.8	3000	511	431
4_1_cts	45.2	3090	531	439
5_1_grt	45.2	3090	426	439
6_report	45.2	3090	558	439
[power breakdown]
group	leakage, nW	switching (mW)	internal (mW)
Combinational	0.555	0.0337	0.0257
Clock	0.0408	0.319	0.228
Sequential	0.465	0.0125	0.940
Total	1.06	0.365	1.19
[layout by cell type, fill, tap and decap left out, drive strengths merged, types with 3 or more instances in the layout]
cell / netlist / final
nor2: 63 / 63
dfxtp: 48 / 48
xnor2: 28 / 28
nand2: 21 / 21
inv: 17 / 18
nand3: 17 / 17
clkdlybuf4s50: 0 / 17
nand4: 14 / 14
xor2: 13 / 13
nor3: 12 / 12
conb: 1 / 10
nor4: 10 / 10
a21oi: 9 / 9
o21ai: 7 / 7
o21a: 6 / 6
ha: 6 / 6
clkbuf: 4 / 5
dfrtn: 4 / 4
nand2b: 3 / 3
nor2b: 3 / 3
and4: 3 / 3
edfxtp: 3 / 3
o21bai: 3 / 3
[worst max-delay path, cell delays in order (launching register included)]
cell     delay, ps
dfxtp_1        440
ha_1           240
nand4_1        210
nor4_1         400
xnor2_1        160
nor2_1          50
[final cells by class]
class,instances,share of cell area [%]
sequential,55,37.3
clock buffer,5,2.23
timing repair buffer,17,5.51
tap,96,3.89
inverter,17,2.07
multi-input combinational,246,48.3
clock inverter,3,0.770
[path summary, 6_finish.rpt]
check	start	end	slack, ps
worst max-delay path	clock_clk.COUNT[0]	clock_clk.COUNT[14]	560
worst min-delay path	clock_clk.COUNT[15]	clock_clk.COUNT[15]	480
worst max register to register	clock_clk.COUNT[0]	clock_clk.COUNT[14]	560
worst min register to register	clock_clk.COUNT[15]	clock_clk.COUNT[15]	480
[routing by layer]
metal / share of wire [%] / routed length (microns) / vias to the layer above
met1: 53 / 2470 / 963
met2: 44 / 2080 / 29
met5: 0 / 0 / -
met3: 2.8 / 134 / 2
met4: 0.32 / 15 / 0
li1: - / - / 1124
No activity file was given, so power comes from the tool's default toggle rates.
